### flow/design.v
`timescale 1ns / 1ps
module powerpcfsm (AACK, ARTRY, A, BG, BR, CLK, DBG, DH, DL, TA, TBST, TS, TSIZ, TT, WT);
input   AACK;
input   BG;
input   CLK;
input   DBG;
input   TA;
output  BR;
output  WT;
input   ARTRY;
output   [0:31]A;
output   [0:31]DH;
output   [0:31]DL;
output   TBST;
output   TS;
output   [0:2]TSIZ;
inout   [0:4]TT;
wire    AACK;
tri     ARTRY;
reg     ino_ARTRY;
tri     [0:31]A;
reg     [0:31]ino_A;
wire    BG;
reg     BR;
wire    CLK;
wire    DBG;
tri     [0:31]DH;
reg     [0:31]ino_DH;
tri     [0:31]DL;
reg     [0:31]ino_DL;
wire    TA;
tri     TBST;
reg     ino_TBST;
tri     TS;
reg     ino_TS;
tri     [0:2]TSIZ;
reg     [0:2]ino_TSIZ;
tri     [0:4]TT;
reg     [0:4]ino_TT;
reg     WT;
reg [2:0]CurrState_Sreg0, NextState_Sreg0;
reg  [0:4]Trans;
always @ (TBST or TSIZ or ARTRY or BG or DBG or CurrState_Sreg0)
begin : Sreg0_NextState
	NextState_Sreg0 <= CurrState_Sreg0;
	case (CurrState_Sreg0)	// synopsys parallel_case full_case
		3'b000:
		begin
			BR<=1'b0;
			ino_A <= "ZZZZZZZZZZZZZZZZZZZZZZZZZZZZZZZZ";
			ino_DH <= "ZZZZZZZZZZZZZZZZZZZZZZZZZZZZZZZZ";
			ino_TT <= "ZZZZZ";
			ino_TBST <= TBST;
			ino_TSIZ <= TSIZ;
			ino_TS <= 1'b1;
			ino_ARTRY <= ARTRY;
			if (BG==1'b0)
				NextState_Sreg0 <= 3'b011;
			else if (BG!=1'b0)
				NextState_Sreg0 <= 3'b000;
		end
		3'b001:
		begin
			ino_DH <= "ZZZZZZZZZZZZZZZZZZZZZZZZZZZZZZZZ";
			BR<=1'bZ;
			NextState_Sreg0 <= 3'b010;
		end
		3'b010:
		begin
			BR<=1'bZ;
			ino_A <= "ZZZZZZZZZZZZZZZZZZZZZZZZZZZZZZZZ";
			ino_DH <= "ZZZZZZZZZZZZZZZZZZZZZZZZZZZZZZZZ";
			ino_TT <= "ZZZZZ";
			NextState_Sreg0 <= 3'b000;
		end
		3'b011:
		begin
			Trans <= "00010";
			BR<=1'b1;
			ino_TS <= 1'b0;
			ino_A <= "10101010101010101010101010101000";
			ino_DH <= "ZZZZZZZZZZZZZZZZZZZZZZZZZZZZZZZZ";
			ino_TT <= "00010";
			ino_TBST <= 1'b1;
			ino_TSIZ <= "001";
			WT<=1'b0;
			if (DBG!=1'b0)
			begin
				NextState_Sreg0 <= 3'b001;
				BR<=1'b0;
				ino_TS <= 1'b0;
			end
			else if (DBG==1'b0)
			begin
				NextState_Sreg0 <= 3'b100;
				BR<=1'b0;
				ino_TS <= 1'b0;
			end
		end
		3'b100:
		begin
			 ino_DH <= "10101010000000000000000000000000";
			BR<=1'bZ;
			NextState_Sreg0 <= 3'b010;
		end
	endcase
end
always @ (posedge CLK)
begin : Sreg0_CurrentState
	CurrState_Sreg0 <= NextState_Sreg0;
end
initial CurrState_Sreg0 <= 3'b010;
assign A = ino_A;
assign DH = ino_DH;
assign TT = ino_TT;
assign TBST = ino_TBST;
assign TSIZ = ino_TSIZ;
assign TS = ino_TS;
assign ARTRY = ino_ARTRY;
endmodule
### flow/run.sh
#!/bin/bash
# OpenROAD 26Q1-2900-gdf79404cd8, Yosys 0.63+post, stock flow scripts
make -C /OpenROAD-flow-scripts/flow DESIGN_CONFIG=/design/flow/config.mk WORK_HOME=/design/flow/orfs finish
### flow/config.mk
export PLATFORM = sky130hd
export DESIGN_NAME = powerpcfsm
export DESIGN_NICKNAME = powerpcfsm
export VERILOG_FILES = /design/flow/design.v
export SDC_FILE = /design/flow/constraint.sdc
export NUM_CORES = 4
export LEC_CHECK = 1
export CORE_AREA = 10 10 70 70
export DIE_AREA = 0 0 80 80
### flow/constraint.sdc
current_design powerpcfsm

set clk_period 1.6
set clk_io_pct 0.2

create_clock -name clk0 -period $clk_period [get_ports {CLK}]

set non_clock_inputs [all_inputs -no_clocks]
set_input_delay [expr $clk_period * $clk_io_pct] -clock clk0 $non_clock_inputs
set_output_delay [expr $clk_period * $clk_io_pct] -clock clk0 [all_outputs]
==> out/qor_table.md <==
| Stage | Metric | Reported |
|:---|:---|:---|
| synth | Post-Synth AOI/OAI Area | 4.66% |
| synth | Synthesis Warnings | 38 |
| synth | XOR/XNOR Area Share | 0% |
| synth | Chip area estimate from yosys synthesis | 1070 sq um |
| synth | Gate count after technology mapping | 135 |
| clock network | Total of hold buffers inserted after clock tree synthesis | 0 |
| run status | Outcome | did not finish |
| synth | Post-Synthesis Mean Instance Area | 7.96 sq um |
| die | Vertical extent of the die | 80 um |
| die | DIE WIDTH | 80 um |
| clock network | H-tree depth | 1 |
| synth | Area share of and/or/nand/nor cells after synthesis | 4.89% |
| clock network | Clock Root Buffer | clkbuf_4 |
| placement | Half-perimeter wire length after placement | 1.84 mm |
| die | Count of boundary I/O pins | 114 |
| die | Number of cell rows | 21 |
| synth | Cell Area, Synth | 1070 sq um |
| clock network | Clock buffer count from CTS | 3 |
| run status | Failed at | clock tree synthesis |
| sta | Count of endpoints without a timing constraint | 28 |
| synth | Dominant kind of combinational cell | buffers and inverters |
| sta | Number of register pins that no clock reaches | 5 |
| clock network | CTS Buffer Depth | 2 |
| placement | Placed Cells | 183 |
| clock network | Total of cells resized after clock tree synthesis | 0 |
| synth | Top cells, area | buf_4, edfxtp_1, dlxtn_1 |
| synth | Synth top area share | 72.6% |
| synth | Number of unique standard cell types used by synthesis | 18 |
| clock network | Number of post-CTS setup repair buffers | 0 |
| synth | Multiplexer share | 0% |
| run status | Error Message | [error] [KeplerFormal.cpp:679] Workflow failed: Iso has multiple drivers: .TT3, TT[3]$_DLATCH_N_.Q0 |
| placement | Placer's final routability congestion estimate | 0.751 |
| synth | Cell count listed in synth_stat.txt | 135 |
| synth | Flop and latch count out of synthesis | 8 |
| placement | Number of port buffers | 36 |
| die | Floorplan-stage core utilization | 31.5% |
| synth | Cell accounting for the most synthesized area | buf_4 |
| synth | Post-synthesis share of cell area spent on full adders, half adders and majority gates | 0% |
cells by family after synthesis:
family	count (synthesis)
DFF	3
AOI/OAI and AO/OA	7
and+or+nand+nor	9
other	2
latches	5
buffers and inverters	109
stage by stage:
stage,hold slack (ps),setup slack [ps],area [sq um]
2_1_floorplan,505,504,1340
3_5_place_dp,641,126,975
3_3_place_gp,641,147,975
synth_stat cells:
library cell    n
buf_4         104
dlxtn_1         5
inv_1           5
edfxtp_1        3
conb_1          2
nand2_1         2
nor2_1          2
o21ai_0         2
a21o_1          1
a21oi_1         1
a22oi_1         1
and2_1          1
nand2_2         1
nor2b_1         1
nor2b_4         1
nor3_1          1
o21bai_1        1
o22ai_2         1
