File: design/flow/run.sh
#!/bin/bash
# OpenROAD 26Q1-2900-gdf79404cd8, Yosys 0.63+post, stock flow scripts
make -C /OpenROAD-flow-scripts/flow DESIGN_CONFIG=/design/flow/config.mk WORK_HOME=/design/flow/orfs finish
File: design/flow/config.mk
export PLATFORM = sky130hd
export DESIGN_NAME = mpc106fsm
export DESIGN_NICKNAME = mpc106fsm
export VERILOG_FILES = /design/flow/design.v
export SDC_FILE = /design/flow/constraint.sdc
export NUM_CORES = 4
export LEC_CHECK = 1
export CORE_AREA = 10 10 84 84
export DIE_AREA = 0 0 94 94
File: design/flow/constraint.sdc
current_design mpc106fsm

set clk_period 3.1
set clk_io_pct 0.2

create_clock -name clk0 -period $clk_period [get_ports {CLK}]

set non_clock_inputs [all_inputs -no_clocks]
set_input_delay [expr $clk_period * $clk_io_pct] -clock clk0 $non_clock_inputs
set_output_delay [expr $clk_period * $clk_io_pct] -clock clk0 [all_outputs]
File: design/flow/design.v
`timescale 1ns / 1ps
module mpc106fsm (AACK, ARTRY, A, BG0, BR0, CLK, CS, DBG0, DH, DL, SDCAS, SDMA, SDRAS, TA, TBST, TS, TSIZ, TT, WE, WT);
input   BR0;
input   CLK;
input   [0:31]DL;
input   TBST;
input   TS;
input   [0:2]TSIZ;
input   WT;
output  AACK;
output  ARTRY;
output  BG0;
output  [0:7]CS;
output  DBG0;
input  [0:31]DH;
output  SDCAS;
output  [0:11]SDMA;
output  SDRAS;
output  TA;
output  WE;
input   [0:31]A;
inout   [0:4]TT;
reg     AACK;
reg     ARTRY;
tri     [0:31]A;
reg     [0:31]ino_A;
reg     BG0;
wire    BR0;
wire    CLK;
reg     [0:7]CS;
reg     DBG0;
tri     [0:31]DH;
reg     [0:31]ino_DH;
wire    [0:31]DL;
reg     SDCAS;
reg     [0:11]SDMA;
reg     SDRAS;
reg     TA;
wire    TBST;
wire    TS;
wire    [0:2]TSIZ;
tri     [0:4]TT;
reg     [0:4]ino_TT;
reg     WE;
wire    WT;
reg [3:0]CurrState_Sreg0, NextState_Sreg0;
reg  [0:2]Siz, next_Siz;
integer X;
reg  [0:31]adr, next_adr;
reg  [0:7]chip, next_chip;
reg  [0:31]date, next_date;
always @ (TT or A or DL or BR0 or adr or chip or CurrState_Sreg0)
begin : Sreg0_NextState
	NextState_Sreg0 <= CurrState_Sreg0;
	next_adr = adr;
	next_chip = chip;
	case (CurrState_Sreg0)	// synopsys parallel_case full_case
		4'b0000:
		begin
			AACK<=1'b1;
			ARTRY<=1'b1;
			TA<=1'b1;
			CS<="11111111";
			SDRAS<=1'b1;
			SDCAS<=1'b0;
			WE<=1'b1;
			BG0<=1'b1;
			DBG0<=1'bZ;
			ino_TT <= TT;
			if (BR0 == 1'b0)
				NextState_Sreg0 <= 4'b0001;
			else if (BR0!=1'b0)
				NextState_Sreg0 <= 4'b0000;
		end
		4'b0001:
		begin
			BG0<=1'b0;
			DBG0<=1'bZ;
			if (BR0==1'b1)
				NextState_Sreg0 <= 4'b0001;
			else if (BR0!=1'b1)
				NextState_Sreg0 <= 4'b0101;
		end
		4'b0010:
		begin
			BG0<=1'b0;
			DBG0<=1'bZ;
			if (BR0!=1'b1)
				NextState_Sreg0 <= 4'b0010;
			else if (BR0==1'b1)
				NextState_Sreg0 <= 4'b0100;
		end
		4'b0011:
		begin
			AACK<=1'b1;
			ARTRY<=1'b1;
			TA<=1'b1;
			CS<="11111111";
			WE<=1'b1;
			BG0<=1'b1;
			DBG0<=1'bZ;
			ino_TT <= TT;
			ino_A <= A;
			SDRAS<=1'b1;
			SDCAS<=1'b1;
			if (BR0==1'b0)
				NextState_Sreg0 <= 4'b0010;
			else if (BR0!=1'b0)
				NextState_Sreg0 <= 4'b0011;
		end
		4'b0100:
		begin
			BG0<=1'bZ;
			DBG0<=1'b0;
			adr <= A;
			SDMA[0] <= A[9];
			SDMA[1] <= A[10];
			SDMA[2] <= A[11];
			SDMA[3] <= A[12];
			SDMA[4] <= A[13];
			SDMA[5] <= A[14];
			SDMA[6] <= A[15];
			SDMA[7] <= A[16];
			SDMA[8] <= A[17];
			SDMA[9] <= A[18];
			SDMA[10] <= A[19];
			SDMA[11] <= A[20];
			ARTRY<=1'b1;
			NextState_Sreg0 <= 4'b1000;
		end
		4'b0101:
		begin
			BG0<=1'bZ;
			DBG0<=1'b0;
			adr <= A;
			SDMA[0] <= A[6];
			SDMA[1] <= A[9];
			SDMA[2] <= A[7];
			SDMA[3] <= A[8];
			SDMA[4] <= A[21];
			SDMA[5] <= A[22];
			SDMA[6] <= A[23];
			SDMA[7] <= A[24];
			SDMA[8] <= A[25];
			SDMA[9] <= A[26];
			SDMA[10] <= A[27];
			SDMA[11] <= A[28];
ARTRY<=1'b1;
			NextState_Sreg0 <= 4'b0110;
		end
		4'b0110:
		begin
			BG0<=1'bZ;
			DBG0<=1'bZ;
			AACK<=1'b0;
			SDRAS<=1'b1;
			chip <= "11111110";
			CS<="11111110";
			SDCAS<=1'b0;
			NextState_Sreg0 <= 4'b0111;
		end
		4'b0111:
		begin
			TA<=1'b0;
			AACK<=1'b1;
			SDRAS<=1'b1;
            BG0<=1'bZ;
			SDCAS<=1'b1;
			WE<=1'b0;
			TA<=1'b1;
			NextState_Sreg0 <= 4'b0011;
		end
		4'b1000:
		begin
			BG0<=1'bZ;
			DBG0<=1'bZ;
			AACK<=1'b0;
			SDRAS<=1'b0;
			chip <= "11111110";
			CS<="11111110";
			SDCAS<=1'b1;
			NextState_Sreg0 <= 4'b1001;
		end
		4'b1001:
		begin
			TA<=1'b0;
			AACK<=1'b1;
			SDRAS<=1'b1;
BG0<=1'bZ;
			SDRAS<=1'b1;
			SDCAS<=1'b1;
			WE<=1'b0;
			TA<=1'b1;
			NextState_Sreg0 <= 4'b0000;
		end
	endcase
end
always @ (posedge CLK)
begin : Sreg0_CurrentState
	CurrState_Sreg0 <= NextState_Sreg0;
end
initial CurrState_Sreg0 <= 4'b0000;
always @ (posedge CLK)
begin : Sreg0_RegOutput
	adr <= next_adr;
	chip <= next_chip;
end
assign TT = ino_TT;
endmodule
==> results.py <==
# Auto-generated metrics
metrics = {
    "die": {
        "initCoreUtil_pct": 17.8,
        "dieArea_um2": 8840,
        "io_pins": 137,
        "rows": 26,
        "die_x_um": 94,
        "die_h_um": 94,
        "core_area_um2": 5200,
    },
    "placement": {
        "place_ws_ns": 1.19,
        "gp_congestion": 0.768,
        "postPlaceCellArea_um2": 1350,
        "dp_hpwl_mm": 1.79,
        "io_buffers": 42,
    },
    "synth": {
        "syn_inst": 91,
        "yosysChipArea_um2": 926,
        "async_flop_share_pct": 0,
        "synthDistinctLibCells": 33,
        "synth_flops": 22,
        "yosysCellCount": 91,
        "edf_count": 4,
        "syn_avg_cell_area_um2": 10.2,
        "synth_area_um2": 926,
        "yosys_most_used_dff": "dlxtp_1",
        "yosys_warnings": 15,
    },
    "finish": {
        "drive_above_1_share_pct": 13.2,
        "register_area_um2": 390,
        "logic_area_um2": 444,
        "layout_top_cell": "clkdlybuf4s50_1",
        "n_fill_cell": 565,
        "final_cell_area_um2": 1390,
        "syn_to_final_growth_pct": 50.3,
        "final_cell_mix": "clkdlybuf4s50_1 (42), dlxtp_1 (12), mux2_4 (10), conb_1 (10), dlxtn_1 (6)",
        "fin_util_pct": 26.7,
    },
    "route": {
        "first_iter_violations": 15,
        "dr.pass1.iters": 3,
        "vias": 730,
        "drc": 0,
        "antenna_cells": 0,
        "wl_mm": 2.22,
        "wl_per_cell_um": 11.1,
        "post_drt_via_cell_ratio": 3.67,
        "ant_nets": 0,
    },
    "final_timing": {
        "worst_slack_ns": 1.40,
        "finalClockPeriodUsage_pct": 54.8,
        "rsz0062_at_grt": "false",
        "untimed_endpoints": 41,
        "fmax_mhz": 589,
        "hold_viol_final": 0,
        "fin_skew_ns": 0.00316,
        "slew_headroom_pct": 52.5,
        "finalMaxSlewViolations": 0,
        "unclocked_regs": 18,
        "min_period_ns": 1.70,
        "setup_violations": 0,
        "fin_setup_tns_ns": 0,
        "tightest_slew_ns": 0.710,
    },
    "global_routing": {
        "grt_antenna_before_repair": 0,
        "grt_max_degree": 17,
        "grt.total_usage_pct": 4.63,
        "grt_pass1_vias": 689,
        "grt_pass1_wl_mm": 3.37,
        "grt_overflow": 0,
    },
    "clock_tree": {
        "clk_latency_ns": 0.21,
        "ctsResizeCount": 0,
        "root_buffer": "clkbuf_8",
        "cts_setup_buffers": 0,
        "clockBufferDepth": 2,
        "cts_buffers": 3,
        "cts_tree": "done",
        "htree_levels": 1,
        "cts_hold_buf": 0,
        "clk_pin_slew_worst_paths_ns": 0.03,
    },
    "pwr": {
        "p_leak_nw": 0.574,
        "vdd_ir_drop_max_mv": 0.462,
        "pwr-share-comb_pct": 48.1,
        "pwr_density_cell_nw_per_um2": 600,
        "power_switching_w": 0.000263,
        "p_seq_share_pct": 39.2,
        "power_frac_clock_pct": 12.7,
        "p_total_w": 0.000835,
        "p_int_w": 0.000571,
        "sw_frac_of_total_pct": 31.5,
    },
    "run": {
        "warning_count": 109,
        "drv_cap": 0,
    },
    "critical_path": {
        "crit_type": "input port to flop",
        "cp-end-kind": "flop",
        "worstPathArrival_ns": 1.74,
        "crit_required_ns": 3.15,
        "critPathLaunchType": "input port",
        "path_max_fanout": 5,
    },
    "worst_hold_path": {
        "hold_path.class": "flop to flop",
    },
    "outcome": {
        "status": "completed",
    },
}
[routing by layer]
metal / part of all wire [%] / GRT usage (%) / vias to the layer above
li1: - / - / 369
met1: 52 / 6.72 / 324
met2: 40 / 6.80 / 35
met3: 7.7 / 1.45 / 2
met4: 0.54 / 0.506 / 0
met5: 0 / 0 / -
[flip-flops by register name, summed over array words and instances (netlist names)]
| register | cells |
|---|---|
| AACK | 1 |
| BG0 | 1 |
| CS | 1 |
| CurrState_Sreg0 | 4 |
| SDCAS | 1 |
| SDMA | 12 |
| SDRAS | 1 |
| WE | 1 |
[synthesized netlist by cell type (2+ instances only)]
master	n	area, um2
conb_1	2	7.51
a21oi_1	5	25.0
edfxtp_1	4	120
nand2_1	3	11.3
nor2_1	4	15.0
nand2b_1	3	18.8
nor2b_1	3	18.8
inv_1	2	7.51
buf_2	3	15.0
mux2_2	2	22.5
mux2_4	10	150
dlxtp_1	12	180
buf_4	10	75.1
o21ai_0	4	20.0
dlxtn_1	6	90.1
[kinds of logic (layout without fill, tap and decap cells)]
logic type,count (synthesis),in the layout,share of synthesized area [%]
and+or+nand+nor,22,22,13.9
latches,18,18,29.2
buffers and inverters,17,47,13.1
AOI/OAI and AO/OA,14,14,9.33
muxes,13,13,19.7
DFF,4,4,13.0
other,2,10,0.811
xor gates and xnor gates,1,1,0.946
[final timing paths]
check                          startpoint                            to  cells after the start  slack (ns)
min          CurrState_Sreg0[3]$_DFFE_PP_  CurrState_Sreg0[2]$_DFFE_PP_                      1        0.85
max                                   BR0  CurrState_Sreg0[0]$_DFFE_PP_                      4        1.40
max reg2reg  CurrState_Sreg0[1]$_DFFE_PP_  CurrState_Sreg0[0]$_DFFE_PP_                      3        1.45
min reg2reg  CurrState_Sreg0[3]$_DFFE_PP_  CurrState_Sreg0[2]$_DFFE_PP_                      1        0.85
[metrics by stage]
step                cells  hold WS, ns
finish                199        0.852
global route          199        0.921
CTS                   199        0.870
detailed placement    196        0.866
global placement      196        0.866
floorplan              99        0.743
[power groups by stage]
stage	combinational, W	sequential, W	clock (W)
after CTS	0.000412	0.000327	0.000110
after global routing	0.000453	0.000344	0.000116
final	0.000401	0.000327	0.000106
[area by class of cell]
| class | instances | area share [%] |
|---|---|---|
| clock buffers | 3 | 2.97 |
| inverters | 2 | 0.540 |
| multi-input cells | 60 | 31.9 |
| flip-flops and latches | 22 | 28.1 |
| well taps | 70 | 6.29 |
| repair buffers | 42 | 30.2 |
[worst max-delay path: stages]
cell and delay, ns:
clkdlybuf4s50_1 0.57, nor2_1 0.06, a2111o_1 0.42, o221ai_1 0.08
Power is estimated from default activity; no workload was simulated.
